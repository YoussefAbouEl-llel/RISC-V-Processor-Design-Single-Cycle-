[/design/flow/design.v]
`timescale 1ns / 1ps
module memory_32_bit
    (
        input clk,
        input write_en,
        input [31:0] A,
        input [31: 0] w_data,
        output reg [31: 0] r_data
    );
    reg [7:0] memory [0 : 1023];   
    always @(posedge clk)
    begin
        if (write_en)
		begin
		    memory[{A[11:2], 2'b00} + 0] <= w_data[7:0];
            memory[{A[11:2], 2'b00} + 1] <= w_data[15:8];
            memory[{A[11:2], 2'b00} + 2] <= w_data[23:16];
            memory[{A[11:2], 2'b00} + 3] <= w_data[31:24];
		end
    end
	always @(*)
    begin
      if (!write_en)
       r_data = {memory[{A[11:2], 2'b00} + 3] , memory[{A[11:2], 2'b00} + 2], memory[{A[11:2], 2'b00} + 1], memory[{A[11:2], 2'b00} + 0]};
    end
endmodule
[/design/flow/config.mk]
export PLATFORM = sky130hd
export DESIGN_NAME = memory_32_bit
export DESIGN_NICKNAME = memory_32_bit
export VERILOG_FILES = /design/flow/design.v
export SDC_FILE = /design/flow/constraint.sdc
export NUM_CORES = 4
export LEC_CHECK = 1
export CORE_UTILIZATION = 40
export SYNTH_MEMORY_MAX_BITS = 65536
[/design/flow/run.sh]
#!/bin/bash
# OpenROAD 26Q1-2900-gdf79404cd8, Yosys 0.63+post, stock flow scripts
make -C /OpenROAD-flow-scripts/flow DESIGN_CONFIG=/design/flow/config.mk WORK_HOME=/design/flow/orfs finish
[/design/flow/constraint.sdc]
current_design memory_32_bit

set clk_period 141.7
set clk_io_pct 0.2

create_clock -name clk0 -period $clk_period [get_ports {clk}]

set non_clock_inputs [all_inputs -no_clocks]
set_input_delay [expr $clk_period * $clk_io_pct] -clock clk0 $non_clock_inputs
set_output_delay [expr $clk_period * $clk_io_pct] -clock clk0 [all_outputs]
==> metrics.txt <==
# HELP chip_impl_metric Flow report values
# TYPE chip_impl_metric gauge
chip_impl_metric{name="fin_crit",unit="ns"} 31.53
chip_impl_metric{name="unclocked_pins",unit=""} 32
chip_impl_info{name="synthTopLogicFamily",value="AND-OR/OR-AND gates"} 1
chip_impl_metric{name="max-vdd-ir-drop",unit="mV"} 0.01356
chip_impl_metric{name="post_synth_instance_area",unit="µm²"} 314300
chip_impl_metric{name="fillers",unit=""} 65070
chip_impl_metric{name="tritoncts.num_buffers",unit=""} 811
chip_impl_metric{name="yosys-mux-area-fraction",unit=""} 0.07042
chip_impl_info{name="layout_top_cell",value="edfxtp_1"} 1
chip_impl_info{name="crit_path_start_kind",value="primary input"} 1
chip_impl_metric{name="worstPathRequired",unit="ns"} 142.50
chip_impl_metric{name="totalWireLength",unit="µm"} 1013000
chip_impl_info{name="timing.hold.worst_endpoint",value="memory[679][5]"} 1
chip_impl_metric{name="synth.yosys.warnings",unit=""} 1
chip_impl_metric{name="grt_first_pass_wirelength",unit="µm"} 1405000
chip_impl_metric{name="core_util_floorplan",unit=""} 0.4013
chip_impl_metric{name="power_density",unit="nW/µm²"} 14.07
chip_impl_metric{name="numPlacedInstances",unit=""} 27760
chip_impl_metric{name="critical_path_arrival",unit="ns"} 32.34
chip_impl_metric{name="path_clk_slew",unit="ns"} 0.06
chip_impl_metric{name="synth-xor-area-share",unit=""} 0
chip_impl_metric{name="max-slew-margin-rel",unit=""} 0.1450
chip_impl_info{name="setup.worst_path.class",value="primary input to flip-flop"} 1
chip_impl_metric{name="total_setup_buffers_inserted_after_cts",unit=""} 0
chip_impl_metric{name="stage_log_warnings",unit=""} 51
chip_impl_metric{name="hold_buffers",unit=""} 0
chip_impl_metric{name="final_critical_path_setup_slack",unit="ns"} 110.17
chip_impl_metric{name="top_level_ports",unit=""} 98
chip_impl_info{name="timing.critical_path.mode_cell",value="buf_4"} 1
chip_impl_metric{name="pre_cts_ws",unit="ns"} 109.18
chip_impl_metric{name="adder_and_majority_gate_portion_of_the_synthesized_area",unit=""} 0
chip_impl_metric{name="synth-edff-count",unit=""} 8192
chip_impl_metric{name="post_cts_sizing_count",unit=""} 0
chip_impl_metric{name="routedWlPerCell",unit="µm"} 34.39
chip_impl_metric{name="ys_async_sr_fraction",unit=""} 0
chip_impl_info{name="category_of_the_worst_setup_path_capture_point",value="flip-flop"} 1
chip_impl_metric{name="areaGrowthSynthToFinish",unit="%"} 13.77
chip_impl_metric{name="slowest_delay",unit="ns"} 0.62
chip_impl_info{name="synth_flop_type",value="edfxtp_1"} 1
chip_impl_metric{name="setup_viol",unit=""} 0
chip_impl_info{name="min-delay-path-class",value="primary input to flip-flop"} 1
chip_impl_metric{name="detail_route.vias_per_cell",unit=""} 5.984
chip_impl_metric{name="tightest_slew",unit="ns"} 1.283
chip_impl_info{name="cts.root.buffer_cell",value="clkbuf_16"} 1
chip_impl_metric{name="slew_violations",unit=""} 0
chip_impl_metric{name="synth.cellmix.compoundShare",unit=""} 0.1030
chip_impl_metric{name="hold_slack",unit="ns"} 27.54
chip_impl_metric{name="die.size.x",unit="µm"} 888.4
chip_impl_metric{name="stdcell_count",unit=""} 29470
chip_impl_metric{name="final_min_period_over_clock_period",unit=""} 0.2225
chip_impl_info{name="crit_slowest_cell",value="nor2_4"} 1
chip_impl_metric{name="post-dp-hpwl",unit="µm"} 607400
chip_impl_info{name="hold_path_startpoint",value="w_data[29]"} 1
chip_impl_metric{name="largest_net_degree_at_the_start_of_global_routing",unit=""} 100
chip_impl_metric{name="yosys-stat-cells",unit=""} 17610
chip_impl_metric{name="maxCapViolCount",unit=""} 0
chip_impl_metric{name="static-leakage-power",unit="nW"} 111.9
chip_impl_metric{name="antenna_found_initial",unit=""} 103
chip_impl_metric{name="drc",unit=""} 0
chip_impl_metric{name="clock_tree.htree_level_count",unit=""} 6
chip_impl_metric{name="route.vias.total",unit=""} 176300
chip_impl_metric{name="post_synth_and_or_nand_nor_area_fraction",unit=""} 0.02340
chip_impl_metric{name="ys_types",unit=""} 80
chip_impl_metric{name="globalRouteTotalUtil",unit=""} 0.2772
chip_impl_info{name="critical-path-top-delay-family",value="buffers and inverters"} 1
chip_impl_metric{name="syn_area_per_cell",unit="µm²"} 17.85
chip_impl_metric{name="first_global_vias",unit=""} 182900
chip_impl_info{name="layout.cells.most_common_list",value="8192 x edfxtp_1, 1097 x a221oi_1, 1055 x mux2i_1"} 1
chip_impl_info{name="cell_breakdown_of_the_critical_path",value="buf_8 -> buf_4 -> buf_4 -> nor2_4 -> buf_4 -> buf_4 -> nand2_1 -> nor2_4 -> buf_4"} 1
chip_impl_metric{name="number_of_synthesized_register_bits",unit=""} 8224
chip_impl_metric{name="floorplan.die.height",unit="µm"} 888.4
chip_impl_info{name="grt_setup_unrepaired",value="no"} 1
chip_impl_metric{name="drt-initial-drc-count",unit=""} 13550
chip_impl_metric{name="timing.setup.tns",unit="ns"} 0
chip_impl_metric{name="count_of_endpoints_without_a_timing_constraint",unit=""} 64
chip_impl_metric{name="achievable_frequency",unit="GHz"} 0.03171
chip_impl_metric{name="holdPathStages",unit=""} 1
chip_impl_metric{name="synth-area-yosys",unit="µm²"} 314300
chip_impl_metric{name="postSynthCellCount",unit=""} 17610
chip_impl_metric{name="drtAntennaViolNets",unit=""} 0
chip_impl_metric{name="firstDrtPassIters",unit=""} 10
chip_impl_metric{name="globalplace.congestion",unit=""} 0.9755
chip_impl_metric{name="globalRouteOverflowTotal",unit=""} 0
chip_impl_metric{name="rows",unit=""} 325
chip_impl_metric{name="crit_buf_inv",unit=""} 6
chip_impl_metric{name="die-area",unit="µm²"} 789300
chip_impl_metric{name="port_buffers",unit=""} 73
chip_impl_metric{name="cts_max_path_buffers",unit=""} 4
chip_impl_metric{name="fraction_of_layout_instances_using_a_drive_strength_above_1",unit=""} 0.1747
chip_impl_info{name="status",value="completed"} 1
chip_impl_info{name="cts_tree",value="done"} 1
chip_impl_metric{name="timing_hold_violations_final",unit=""} 0
chip_impl_metric{name="critPathMaxFanout",unit=""} 25
chip_impl_metric{name="core_area",unit="µm²"} 783200
## Yosys cell counts, drive strengths merged (94+ instances only)
| cell | number | area share |
|---|---|---|
| edfxtp | 8192 | 0.78 |
| a221oi | 1106 | 0.031 |
| mux2i | 1055 | 0.034 |
| a21oi | 920 | 0.015 |
| nor2 | 873 | 0.010 |
| mux2 | 853 | 0.031 |
| buf | 693 | 0.012 |
| o21ai | 588 | 0.0094 |
| clkbuf | 572 | 0.0068 |
| a22oi | 440 | 0.011 |
| nand2 | 409 | 0.0049 |
| o2bb2ai | 231 | 0.0064 |
| o211ai | 220 | 0.0053 |
| a22o | 195 | 0.0054 |
| nand3 | 160 | 0.0025 |
| a222oi | 135 | 0.0043 |
| o221ai | 119 | 0.0033 |
| a221o | 96 | 0.0031 |
| o2111ai | 94 | 0.0026 |
## power by group
part           switching [mW]  internal (mW)  total, mW
clock network           0.924           1.15       2.07
logic                   0.215         0.0685      0.283
registers             0.00499           2.67       2.68
## metal layers
layer  GRT usage  vias up  share of wire
met3      0.2397     2050           0.20
met2      0.3789    12200           0.44
met1      0.3052    87830           0.30
li1            -    74150              -
met4      0.1234      117          0.060
met5     0.04454        -         0.0042
## state kept, by name, summed over array words and instances, names as in the netlist
| name | count |
|---|---|
| memory | 8192 |
| r_data | 32 |
## per-stage QoR
| stage | util | instance area [µm²] | power [mW] |
|---|---|---|---|
| CTS | 0.4558 | 357000 | 5.047 |
| finish | 0.4566 | 357600 | 5.030 |
| global route | 0.4563 | 357300 | 5.156 |
| global placement | 0.4233 | 331500 | 3.003 |
| detailed placement | 0.4233 | 331500 | 3.004 |
| floorplan | - | 314300 | 2.847 |
## how the worst max path moves through the flow
stage	startpoint	to	slack, ns	cells after the start
after CTS	A[5]	memory[656][3]	110.39	9
after global routing	A[5]	memory[656][3]	110.14	9
final	A[5]	memory[656][3]	110.17	9
## layout make-up
type	instances	area [µm²]	share of cell area
tap	10460	13090	0.03661
clock buffer	1004	21040	0.05884
sequential	8224	246500	0.6893
antenna	231	578.1	0.001617
timing repair buffer	949	7632	0.02134
clock inverter	476	4453	0.01245
multi-input combinational	8118	64260	0.1797
inverter	5	48.80	0.0001365
## kinds of logic after synthesis
group,after synthesis
latches,32
mux,1995
flops,8192
compound gates,4420
simple gates,1703
buf+inv,1270
Power figures rest on the tool's default switching activity, not on a simulated workload.
