**design.v**
```verilog
`timescale 1ns / 1ps
module reg_file(
        input clk,
        input write_en,
        input [4:0] r_addr0, r_addr1,
        input [4:0] w_addr,
        input [31:0] w_data,
        output reg [31:0] r_data0, r_data1
    );
    reg [31:0] regfile [0:31];
    always @(posedge clk)
    begin
        if (write_en)
            regfile[w_addr] <= w_data;
    end
	always@(*)
	begin
       if (r_addr0 == 5'b0)
	      r_data0 = 32'b0 ;
	   else if (write_en && (w_addr == r_addr0))
	      r_data0 = regfile[w_addr] ;  
	   else
	      r_data0 = regfile[r_addr0] ;
	end
	always@(*)
    begin
       if (r_addr1 == 5'b0)
          r_data1 = 32'b0 ;
       else if (write_en && (w_addr == r_addr1))
          r_data1 = regfile[w_addr] ;
       else
          r_data1 = regfile[r_addr1] ;
    end
    initial 
        begin
            regfile[0] = 32'h00000000;
            regfile[1] = 32'h00000000;
            regfile[2] = 32'h00000000;
            regfile[3] = 32'h00000000;
            regfile[4] = 32'h00000000;
            regfile[5] = 32'h00000000;
            regfile[6] = 32'h00000000;
            regfile[7] = 32'h00000000;
            regfile[8] = 32'h00000000;
            regfile[9] = 32'h00000000;
            regfile[10] = 32'h00000000;
            regfile[11] = 32'h00000000;
            regfile[12] = 32'h00000000;
            regfile[13] = 32'h00000000;
            regfile[14] = 32'h00000000;
            regfile[15] = 32'h00000000;
            regfile[16] = 32'h00000000;
            regfile[17] = 32'h00000000;
            regfile[18] = 32'h00000000;
            regfile[19] = 32'h00000000;
            regfile[20] = 32'h00000000;
            regfile[21] = 32'h00000000;
            regfile[22] = 32'h00000000;
            regfile[23] = 32'h00000000;
            regfile[24] = 32'h00000000;
            regfile[25] = 32'h00000000;
            regfile[26] = 32'h00000000;
            regfile[27] = 32'h00000000;
            regfile[28] = 32'h00000000;
            regfile[29] = 32'h00000000;
            regfile[30] = 32'h00000000;
            regfile[31] = 32'h00000000;
        end
endmodule
```
**run.sh**
```bash
#!/bin/bash
# OpenROAD 26Q1-2900-gdf79404cd8, Yosys 0.63+post, stock flow scripts
make -C /OpenROAD-flow-scripts/flow DESIGN_CONFIG=/design/flow/config.mk WORK_HOME=/design/flow/orfs finish
```
**config.mk**
```make
export PLATFORM = sky130hd
export DESIGN_NAME = reg_file
export DESIGN_NICKNAME = reg_file
export VERILOG_FILES = /design/flow/design.v
export SDC_FILE = /design/flow/constraint.sdc
export NUM_CORES = 4
export LEC_CHECK = 1
export CORE_UTILIZATION = 40
```
**constraint.sdc**
```tcl
current_design reg_file

set clk_period 7.3
set clk_io_pct 0.2

create_clock -name clk0 -period $clk_period [get_ports {clk}]

set non_clock_inputs [all_inputs -no_clocks]
set_input_delay [expr $clk_period * $clk_io_pct] -clock clk0 $non_clock_inputs
set_output_delay [expr $clk_period * $clk_io_pct] -clock clk0 [all_outputs]
```
==> run_results.csv <==
group,metric,value,unit
routing,drcViolationCount,0,
layout,top_regs,"regfile: 1024 flops",
pwr,power.density,221.1,nW/um^2
synthesis,synth_warnings,1,
synthesis,yosys-top-cells-area,"edfxtp_1 (55%), mux4_2 (20%), mux2i_1 (11%), o22ai_1 (2.5%), a211oi_1 (1.0%)",
synthesis,syn-instance-count,3342,
synthesis,avgSynthCellArea,16.77,um^2
min_path,hold_path.class,"input port to flip-flop",
outcome,status,"complete, no violations",
critical_path,endpoint_kind,"primary output",
synthesis,synthTopCellsByCount,"edfxtp_1 (1,024), mux2i_1 (596), mux4_2 (504), o22ai_1 (220), clkbuf_1 (113)",
clocking,cts_resized,0,
synthesis,ys_cells,3342,
pwr,power,14.08,mW
floorplanning,die_area,141600,um^2
global_route,grt_pass1_vias,39550,
timing,hold_ws,1512,ps
pwr,p_seq_share,46.8,%
floorplanning,die_w,376.3,um
synthesis,yosys_area,56050,um^2
routing,viasPerCell,6.778,
floorplanning,die_y,376.3,um
synthesis,top_cell,"edfxtp_1",
clocking,cts_buffers,111,
routing,firstDrtPassIters,7,
critical_path,critPathLaunchType,"input port",
clocking,cts_htree_levels,3,
timing,finalSetupTns,0,ps
clocking,cts_hold_buf,0,
global_route,antenna_found_initial,9,
clocking,clock_sinks,1024,
pwr,p_switching,3.418,mW
min_path,min_from,"w_data[4]",
pwr,p_int,10.66,mW
pwr,combPwrFrac,11.7,%
synthesis,edf_count,1024,
floorplanning,core.rowCount,136,
run,drv_cap,0,
synthesis,postSynthSeqShare,54.87,%
critical_path,critical_path.max_fanout,17,
routing,num_vias,36770,
timing,final_hold_viol_count,0,
clocking,clock_path_buffers,3,
pwr,clock_power_share,41.5,%
layout,largest_register_ffs,1024,
synthesis,netlist_area,56050,um^2
routing,drt_wl_total,202.4,mm
timing,fmax,154.2,MHz
layout,fin_cells,5425,
layout,register_area,30750,um^2
clocking,cts-root-buf,"clkbuf_16",
critical_path,required,5840,ps
place,dp_hpwl,123.6,mm
timing,maxSlewViolCount,0,
layout,areaGrowthSynthToFinish,13.60,%
timing,rsz0062_at_grt,"no",
critical_path,worst-setup-path-type,"input port to primary output",
layout,design_area,63660,um^2
layout,top_register,"regfile",
global_route,grt_pass1_wl,285.8,mm
pwr,p_leak,21.20,nW
timing,post-route-period-util,88.84,%
synthesis,synthArstFlopShare,0,%
synthesis,synth.top_cell.area_share,54.87,%
timing,worst_pin_slew,1053,ps
synthesis,synth_cell_types,65,
global_route,grt_remaining_overflow,0,
critical_path,crit_start,"r_addr0[3]",
timing,period_needed,6485,ps
clocking,clkTransAtPathRegs,60,ps
routing,ant_nets,0,
floorplanning,fp_util,40.56,%
synthesis,yosys.area.top_type,"edfxtp_1",
layout,fill_cells,11770,
routing,drtIter0Drc,2575,
clocking,tritoncts,"yes",
layout,layout-drive-gt1-share,27.91,%
place,preCtsSetupSlack,960.3,ps
clocking,postCtsSetupBuffers,0,
synthesis,synth_flops,1024,
place,dp_cells,5217,
run,tool_warnings,26,
layout,post-route-util,46.08,%
routing,wl_per_cell,37.30,um
place,gp_congestion,0.9579,
timing,relSlewSlack,29.58,%
place,io_buffers,112,
critical_path,worst_ep_arrival_time,5030,ps
global_route,grt_max_degree,86,
place,place_area,59930,um^2
global_route,grt.total_usage,31.17,%
floorplanning,ios,113,
layout,combGateArea,23960,um^2
pwr,ir_drop,0.2332,mV
pwr,sw_frac_of_total,24.28,%
synthesis,flop_cell,"edfxtp_1",
timing,worst_slack,814.7,ps
floorplanning,core_area,138200,um^2
timing,setup_viol,0,
-- layout by cell type (no fill, tap or decap), types with 12 or more instances in the layout --
cell,synthesis,layout
edfxtp_1,1024,1024
mux2i_1,596,596
mux4_2,504,504
o22ai_1,220,220
buf_4,38,193
clkbuf_16,0,112
clkdlybuf4s50_1,0,101
a211oi_1,78,78
a22oi_1,67,67
a21oi_1,54,54
nand2_1,50,50
nor4_1,45,45
a221oi_1,36,36
a22o_1,35,35
nor2_4,0,32
clkinv_2,0,25
a211o_1,24,24
mux2_2,23,23
o221ai_1,23,23
o21ai_0,20,20
clkinv_1,0,19
clkbuf_1,113,18
nor2b_1,22,17
bufinv_16,0,17
nor3_1,16,16
a221o_1,15,15
buf_12,3,15
nand4_1,12,12
and2_1,14,12
-- final timing paths --
kind / end / slack, ps / cells after the start
worst max-delay path: r_data0[18] / 810 / 10
worst min-delay path: regfile[12][4] / 1510 / 2
-- per-layer routing --
layer | up-vias | routed length [um] | GRT usage (%)
met5 | - | 158 | 0.5489
met4 | 16 | 11020 | 12.76
met3 | 589 | 37820 | 24.66
met2 | 2994 | 89950 | 43.42
met1 | 18380 | 63410 | 36.09
li1 | 14790 | - | -
-- area by class of cell --
cell class                      instances  area share, %
Sequential cell                      1024          48.30
Inverter                                3        0.01965
Tap cell                             1863          3.661
Timing Repair Buffer                  318          4.518
Clock buffer                          130          4.508
Clock inverter                         74          1.346
Multi-Input combinational cell       2009          37.63
Antenna cell                            4        0.01572
-- cell families (layout without fill, tap and decap cells) --
family                 Yosys count  in the layout  share of synthesized area, %
AND-OR/OR-AND                  613            613                         7.896
XOR/XNOR                        10             10                        0.1563
buffers and inverters          309            525                         2.958
flip-flops                    1024           1024                         54.87
multiplexers                  1125           1125                         31.45
other                            0              4                             0
AND/OR/NAND/NOR                261            261                         2.670
-- critical path, stage by stage --
cell and delay (ps):
buf_2 580, buf_4 480, nor2_1 100, nor4b_4 140
buf_4 230, o21bai_2 440, buf_4 280, a211oi_1 430
a22o_1 350, clkdlybuf4s50_1 510
-- power by group through the flow --
stage / sequential, mW / clock (mW) / combinational [mW]
after CTS: 6.59 / 5.90 / 1.63
after global routing: 6.59 / 6.10 / 1.73
final: 6.59 / 5.84 / 1.65
Power is estimated from default activity; no workload was simulated.
