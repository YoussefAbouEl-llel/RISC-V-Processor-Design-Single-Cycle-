==> /design/flow/design.v <==
`timescale 1ns / 1ps
module Instruction_Memory (
input [31:0] addr,
output [31:0] data
);
reg [31:0] rom [0:63] ;
    integer i ;
    initial begin
        rom[0]  = 32'h00500113;
        rom[1]  = 32'h00C00193;
        rom[2]  = 32'hFF718393;
        rom[3]  = 32'h0023E233;
        rom[4]  = 32'h0041F2B3;
        rom[5]  = 32'h004282B3;
        rom[6]  = 32'h02728863;
        rom[7]  = 32'h0041A233;
        rom[8]  = 32'h00020463;
        rom[9]  = 32'h00000293;
        rom[10] = 32'h0023A233;
        rom[11] = 32'h005203B3;
        rom[12] = 32'h402383B3;
        rom[13] = 32'h0471AA23;
        rom[14] = 32'h06002103;
        rom[15] = 32'h005104B3;
        rom[16] = 32'h008001EF;
        rom[17] = 32'h00100113;
        rom[18] = 32'h00910133;
        rom[19] = 32'h0221A023;
        rom[20] = 32'h00210063;
        for (i = 21; i < 32; i = i + 1) 
        begin
            rom[i] = 32'b0;
        end
    end
assign data = rom[addr[7:2]];
endmodule
==> /design/flow/run.sh <==
#!/bin/bash
# OpenROAD 26Q1-2900-gdf79404cd8, Yosys 0.63+post, stock flow scripts
make -C /OpenROAD-flow-scripts/flow DESIGN_CONFIG=/design/flow/config.mk WORK_HOME=/design/flow/orfs finish
==> /design/flow/config.mk <==
export PLATFORM = sky130hd
export DESIGN_NAME = Instruction_Memory
export DESIGN_NICKNAME = Instruction_Memory
export VERILOG_FILES = /design/flow/design.v
export SDC_FILE = /design/flow/constraint.sdc
export NUM_CORES = 4
export LEC_CHECK = 1
export CORE_AREA = 10 10 70 70
export DIE_AREA = 0 0 80 80
==> /design/flow/constraint.sdc <==
current_design Instruction_Memory

set clk_period 1.9
set clk_io_pct 0.2

create_clock -name clk0 -period $clk_period

set non_clock_inputs [all_inputs -no_clocks]
set_input_delay [expr $clk_period * $clk_io_pct] -clock clk0 $non_clock_inputs
set_output_delay [expr $clk_period * $clk_io_pct] -clock clk0 [all_outputs]
==> reports/metrics.cfg <==
[global_route]
antenna_found_initial = 0
grt_pass1_vias = 1172
grt_util_all_layers_pct = 10.8
grt_first_pass_wirelength_mm = 5.76
grt_overflow = 0
grt_max_degree = 11

[final_timing]
finalMaxSlewViolations = 0
final.setup.tns_ns = 0
period_used_pct = 97.5
grt_setup_unrepaired = yes
period_needed_ns = 1.85
finalSetupViolations = 0
hold_viol = 0
fin_ws_ns = 0.0479
max_freq_mhz = 540

[critical_path]
path_class = in -> out
end_kind = output port
path_max_fanout = 4
worstSetupEndpoint = data[16]
critPathLaunchType = input pin
required_ns = 1.52
arrival_ns = 1.47
critPathLaunch = addr[2]

[final_layout]
fin_cells = 250
nClkBuffers = 0
flop-count = 0
post-route-util_pct = 52.6
num-fill-cells = 307
drive_gt1_share_pct = 61.3
area_delta_synth_final_pct = 130
seq_area_um2 = 0

[synthesis]
yosys-top-cells-area = buf_4 11%, ha_1 9.6%, nor2b_1 6.4%
yosys_cells = 119
avgSynthCellArea_um2 = 6.57
ys_seq_share_pct = 0
syn_area_um2 = 782
synthCells = 119
synth_top_area_share_pct = 10.6
yosysUniqueCellTypes = 38
top_cells_by_count = 11 x buf_4, 9 x a21oi_1, 9 x nor2_1
yosysMostFrequentCell = buf_4
synth-warning-count = 1
yosys_area_um2 = 782
top_area_cell = buf_4

[die]
core-area_mm2 = 0.00342
dieWidth_um = 80
die.size.y_um = 80
num_rows = 21
initCoreUtil_pct = 22.9
io_pins = 64
die_area_mm2 = 0.00640

[flow_run]
tool_warnings = 66
maxCapViolations = 0

[route]
ant_nets = 0
drt-initial-drc-count = 59
firstDrtPassIters = 4
vias = 1192
antenna_cells = 0
wirelength_mm = 3.70
vias_per_cell = 4.77
wire_per_inst_um = 14.8
drc_errors = 0

[placement]
pre_cts_ws_ns = -0.821
placed_cells = 221
place_congestion = 0.863
hpwlAfterDp_mm = 2.32
place.port_buffers = 35

[power]
irDropWorstVdd_mv = 0.116
power_density_mw_per_mm2 = 221
p_leak_uw = 0.000891

[hold_path]
min_from = addr[6]
hold_path_class = in -> out

[outcome]
status = finished clean

[cts]
cts-hold-fix-buffers = 0

[timing repair]
action                     CTS  global route
gates resized              130            22
hold endpoints to repair     0             0
buffers inserted            27             4
setup endpoints to repair   30            13
pin swaps                   21             7
[layout make-up]
cell class                      count  area, um2  share of cell area (%)
Tap cell                           46       57.6                    3.20
Timing Repair Buffer              104        868                    48.3
Inverter                            4       20.0                    1.11
Multi-Input combinational cell     96        852                    47.4
[worst max-delay path: stages]
cell	delay [ns]
buf_6	0.08
inv_4	0.04
buf_4	0.12
buf_4	0.14
ha_4	0.17
a211o_1	0.28
a22oi_1	0.13
buf_2	0.12
[per-stage QoR]
stage / power (uW) / area (um2) / hold slack (ns)
2_1_floorplan: 137 / 786 / 0.861
3_3_place_gp: 294 / 1360 / 1.93
3_5_place_dp: 295 / 1360 / 1.93
4_1_cts: 362 / 1710 / 1.19
5_1_grt: 428 / 1800 / 1.12
6_report: 397 / 1800 / 1.09
[logic make-up after synthesis]
logic type	Yosys count	share of synthesized area, %
buffers and inverters	24	18.7
AOI/OAI and AO/OA	36	32.5
adders and majority gates	6	9.60
other	1	0.480
xor gates and xnor gates	2	2.24
and+or+nand+nor	45	29.8
muxes	5	6.72
[routing by layer]
metal	global-route usage, %	wire, um	vias up
met4	0.880	44	0
met5	0	0	-
met3	1.70	195	4
met2	18.3	1710	33
li1	-	-	587
met1	14.4	1750	568
[power by group]
part | switching [uW] | internal (uW)
registers | 0 | 0
clock network | 0 | 0
logic | 166 | 232
[placed cells by master, fill, tap and decap left out, types with 3 or more instances in the layout]
cell type / netlist / layout
nand3_1: 3 / 3
buf_6: 1 / 17
mux2i_1: 3 / 3
dlygate4sd2_1: 0 / 19
a21oi_1: 9 / 7
nand2b_4: 0 / 4
nand2_1: 8 / 6
buf_2: 6 / 11
nor2b_1: 8 / 3
ha_4: 0 / 5
nor2b_4: 0 / 4
o21ai_0: 5 / 4
buf_4: 11 / 52
nor3_2: 0 / 5
o22ai_1: 4 / 3
nor2_1: 9 / 5
[worst min path at each step]
stage / end / slack (ns) / cells past startpoint
global route: data[4] / 1.12 / 3
finish: data[4] / 1.09 / 3
CTS: data[4] / 1.19 / 4
Power and IR drop assume default switching activity.
